[flow/design.v]
module crossbar4x4(
    clk,
    ena,
  address0       ,   
  address1       ,   
  address2       ,   
  address3       ,   
  addressout0	,
  addressout1	,
  addressout2	,
  addressout3	,
  q0      ,  
  q1      ,   
  q2      ,   
  q3      ,
  stall0	,
  stall1	,
  stall2	,
  stall3	,   
  OUT0      ,   
  OUT1      ,   
  OUT2      ,   
  OUT3      );  
parameter ADDRW = 16;
parameter WL = 32;
input clk, ena;
input [ADDRW-1:0] address0, address1, address2, address3;
input [WL-1:0] q0, q1, q2, q3;
output wire stall0, stall1, stall2, stall3;
output [ADDRW-3:0] addressout0, addressout1, addressout2, addressout3;
output [WL-1:0] OUT0,OUT1,OUT2,OUT3;
reg   [WL-1:0] OUT0,OUT1,OUT2,OUT3;
reg [1:0] tmpbanksel0, tmpbanksel1, tmpbanksel2, tmpbanksel3;
reg [1:0] tmp2banksel0, tmp2banksel1, tmp2banksel2, tmp2banksel3;
wire [1:0] banksel0, banksel1, banksel2, banksel3;
assign banksel0 = address0[1:0];
assign banksel1 = address1[1:0];
assign banksel2 = address2[1:0];
assign banksel3 = address3[1:0];
assign addressout0 = (banksel0 == 2'b00)? address0[ADDRW-1:2]: (banksel1 == 2'b00)? address1[ADDRW-1:2] : (banksel2 == 2'b00)? address2[ADDRW-1:2]: address3[ADDRW-1:2];
assign addressout1 = (banksel0 == 2'b01)? address0[ADDRW-1:2]: (banksel1 == 2'b01)? address1[ADDRW-1:2] : (banksel2 == 2'b01)? address2[ADDRW-1:2]: address3[ADDRW-1:2];
assign addressout2 = (banksel0 == 2'b10)? address0[ADDRW-1:2]: (banksel1 == 2'b10)? address1[ADDRW-1:2] : (banksel2 == 2'b10)? address2[ADDRW-1:2]: address3[ADDRW-1:2];
assign addressout3 = (banksel0 == 2'b11)? address0[ADDRW-1:2]: (banksel1 == 2'b11)? address1[ADDRW-1:2] : (banksel2 == 2'b11)? address2[ADDRW-1:2]: address3[ADDRW-1:2];
always @ (posedge clk)
begin
  if(~ena)
    begin
        tmpbanksel0 <= tmpbanksel0;
        tmpbanksel1 <= tmpbanksel1;
        tmpbanksel2 <= tmpbanksel2;
        tmpbanksel3 <= tmpbanksel3;
    end
  else 
    begin
        tmpbanksel0 <= banksel0;
        tmpbanksel1 <= banksel1;
        tmpbanksel2 <= banksel2;
        tmpbanksel3 <= banksel3;
    end
end
always @ (posedge clk)
begin
  if(~ena)
    begin
        tmp2banksel0 <= tmp2banksel0;
        tmp2banksel1 <= tmp2banksel1;
        tmp2banksel2 <= tmp2banksel2;
        tmp2banksel3 <= tmp2banksel3;
    end
  else 
    begin
        tmp2banksel0 <= tmpbanksel0;
        tmp2banksel1 <= tmpbanksel1;
        tmp2banksel2 <= tmpbanksel2;
        tmp2banksel3 <= tmpbanksel3;
    end
end
always @ (*) begin
  case (tmp2banksel0)
  2'b00: OUT0 <= q0;
	2'b01: OUT0 <= q1;
	2'b10: OUT0 <= q2;
	2'b11: OUT0 <= q3;
  endcase
end
assign stall0 = 1'b0;
always @ (*) begin
  case (tmp2banksel1)
  2'b00: OUT1 <= q0;
	2'b01: OUT1 <= q1;
	2'b10: OUT1 <= q2;
	2'b11: OUT1 <= q3;
  endcase
end
assign stall1 = (tmp2banksel0==tmp2banksel1)? 1'b1: 1'b0;
always @ (*) begin
  case (tmp2banksel2)
  2'b00: OUT2 <= q0;
	2'b01: OUT2 <= q1;
	2'b10: OUT2 <= q2;
	2'b11: OUT2 <= q3;
  endcase
end
assign stall2 = ( (tmp2banksel0==tmp2banksel2) || (tmp2banksel1==tmp2banksel2))? 1'b1: 1'b0;
always @ (*) begin
  case (tmp2banksel3)
  2'b00: OUT3 <= q0;
	2'b01: OUT3 <= q1;
	2'b10: OUT3 <= q2;
	2'b11: OUT3 <= q3;
  endcase
end
assign stall3 = ( (tmp2banksel0==tmp2banksel3) || (tmp2banksel1==tmp2banksel3) || (tmp2banksel2==tmp2banksel3))? 1'b1: 1'b0;
endmodule
[flow/run.sh]
#!/bin/bash
# OpenROAD 26Q1-2900-gdf79404cd8, Yosys 0.63+post, stock flow scripts
make -C /OpenROAD-flow-scripts/flow DESIGN_CONFIG=/design/flow/config.mk WORK_HOME=/design/flow/orfs finish
[flow/config.mk]
export PLATFORM = sky130hd
export DESIGN_NAME = crossbar4x4
export DESIGN_NICKNAME = crossbar4x4
export VERILOG_FILES = /design/flow/design.v
export SDC_FILE = /design/flow/constraint.sdc
export NUM_CORES = 4
export LEC_CHECK = 1
export CORE_AREA = 10 10 226 226
export DIE_AREA = 0 0 236 236
[flow/constraint.sdc]
current_design crossbar4x4

set clk_period 3.6
set clk_io_pct 0.2

create_clock -name clk0 -period $clk_period [get_ports {clk}]

set non_clock_inputs [all_inputs -no_clocks]
set_input_delay [expr $clk_period * $clk_io_pct] -clock clk0 $non_clock_inputs
set_output_delay [expr $clk_period * $clk_io_pct] -clock clk0 [all_outputs]
==> reports/writeup.txt <==
Per the CTS log, the root buffer master is sky130_fd_sc_hd__clkbuf_16. The gate count after technology mapping was 528. The launch point of the worst hold path is tmpbanksel2[1]$_DFFE_PP_.

The startpoint of the lowest-slack register-to-register path was tmpbanksel0[0]$_DFFE_PP_. The post-synthesis cell count from yosys was 528; the via count of the routed design was 6744. The routed length per instance works out to 23.1 um. The worst setup path is of the in -> out kind. The depth of the worst register-to-register path is 0, and the row count is 79. The number of global-route vias before repair is 6803, and the horizontal die dimension is 236 um. The share of the clock period used by the worst path after layout works out to 0.943. For this design, the CTS-stage hold fixing added 0 buffers. The max-slew headroom at the worst pin was 0.445. For the pin with the worst max-slew slack, the measured transition is 830 ps.

The run gives 3 for the worst path buffer plus inverter count. The run gives 49.8 mm for the global-route wire length before repair. With the die span in y at 236 um, the global-route total usage across every layer is 0.121. TritonRoute reported its final design rule violation total as 0. The end of the worst hold path was tmp2banksel2[1]$_DFFE_PP_. The type of origin of the critical path was an input pin. The run gives 250 ps for the clock network latency to the later pin of the worst-skew pair.

The area of the multi-input gates came out at 0.00484 mm^2. The pre-antenna-repair detailed-routing pass consisted of 5 iterations. Post-route minimum period: 3390 ps. In the layout the commonest cells are 378 x sky130_fd_sc_hd__clkdlybuf4s50_1, 128 x sky130_fd_sc_hd__mux4_2, 61 x sky130_fd_sc_hd__o21ai_0, 58 x sky130_fd_sc_hd__nand2_1, 52 x sky130_fd_sc_hd__o21ai_1. On the critical path the largest part of the delay comes from buffers and inverters.

Once the clock tree was built, the setup fixing pass inserted 0 buffers. The longest incremental delay of any stage on the critical path is reported as 550 ps. Worst path arrival time: 2670 ps. In this design, the critical path's most frequently occurring cell is sky130_fd_sc_hd__clkdlybuf4s50_1.

The total tool warning count was 25. The tools report the final design area excluding fillers as 0.0103 mm^2. TritonCTS built the clock tree. Number of antenna-violating nets in the routed design: 0. For this block, the initial DRC count from the detailed router was 469. The core region area came out at 0.0464 mm^2.

The static power due to leakage is 3.42 nW. After synthesis, the mean cell area works out to 10.9 um^2. Worst hold-check path type: reg -> reg. The worst setup path is captured at an output pin. Listed in order, past its start point the critical path passes clkdlybuf4s50_1, and2b_4, a211oi_1, buf_4, o21ai_1, clkdlybuf4s50_1. The max-slew violation total from the final report was 0; the growth of design area from synthesis to finish was 78.7%. The share of post-route cells with drive strength above 1 was 0.208. The via density per instance came out at 4.53. After its last routability iteration, the placer logged a weighted congestion of 0.871. Setup repair after global routing left no endpoint under its margin.

The synthesized design contains 16 register bits. Including well taps, the total number of placed cells is 1481. The power density over cell area was 189 mW/mm^2. The setup check on the worst reg-to-reg path leaves a slack of 2900 ps. Summing all placed instances gives a cell area of 0.0102 mm^2.

The cell with the largest stage delay on the worst path is sky130_fd_sc_hd__clkdlybuf4s50_1. For the number of filler instances in the final layout, the log shows 4961. The number of I/O pins is 382, and the number of hold violations in the final report is 0. Counting every sink on the clock net gives 16. The flow ran to the end, and the final reports show no timing, DRC or antenna violations.

TritonCTS created 3 clock buffers. The logs give 480 um^2 for the sequential cell area in the final layout and 0.0833 for the sequential area share after synthesis. After synthesis the cells add up to 0.00577 mm^2. Adding up every negative setup slack in the final design gives 0 ps. For the number of antenna violations at the first check in global routing, the log shows 7.

The report counts max-capacitance violations totalling 0. The number of levels the H-tree was split into is 1. According to the Yosys statistics, the synthesized design has a chip area of 0.00577 mm^2. The chip occupies 0.0557 mm^2. The post-synthesis async set-or-reset flop share was 0; the maximum number of buffers from clock root to sink was 2. The worst-case IR drop observed on VDD is 0.101 mV. The post-cts repair resize count came out at 0.

The required time at the worst endpoint is listed as 2880 ps. In the hold timing report, the worst path depth is 0. The post-detailed-routing wire length came out at 34.4 mm. Post-synth the commonest register cell is sky130_fd_sc_hd__edfxtp_1. For the worst reg-to-reg path, the endpoint reported by OpenROAD is tmp2banksel0[0]$_DFFE_PP_. The maximum number of pins on one net before global-route repair was 49; the count of buffers from port buffering was 380. The count of yosys warnings during synthesis was 1. Per the synthesis report, the number of distinct cell types is 30.

Per the GRT congestion report, total overflow comes to 0. Hold is met by 411 ps. The starting density of the core is 0.124, and the number of endpoints failing setup at the final stage is 0. After clock tree synthesis, the clock-pin slew on the worst setup and hold paths is 60 ps. The number of enable-type register cells in the synthesized netlist was 16; the sum of internal, switching and leakage power was 1.95 mW.

Once layout is complete, the cells apart from fillers number 1488. The logs give 28.3 mm for the detailed placer's ending HPWL and 4.33 ps for the clock skew after layout. The library cell used most frequently in the layout, excluding fill and tap cells, is sky130_fd_sc_hd__clkdlybuf4s50_1. Of all nets on the critical path, the largest fanout is 14.

The run gives 295 MHz as the highest attainable clock frequency.
-- worst max-delay path by stage --
stage                  startpoint              to  slack (ps)  cells after the start
after CTS             address1[0]  addressout2[5]         170                      6
after global routing  address1[0]  addressout2[5]          60                      6
final                 address1[0]  addressout2[5]         210                      6
-- logic make-up (layout without fill, tap and decap cells) --
kind of cell	Yosys count	count (layout)	synth area share
flip-flops	16	16	0.0833
AND/OR/NAND/NOR	133	133	0.137
XOR/XNOR	12	12	0.0182
buffers and inverters	67	417	0.0783
multiplexers	128	128	0.500
AND-OR/OR-AND	171	171	0.182
other	1	4	0.000650
-- power by group --
group	switching [mW]	internal, mW	leakage [nW]	total [mW]
sequential	0.00851	0.222	0.157	0.230
clock	0.0799	0.148	0.0386	0.228
combinational	0.529	0.959	3.22	1.49
-- registers in the layout, indices dropped and copies added (netlist names) --
| signal | count |
|---|---|
| tmp2banksel0 | 2 |
| tmpbanksel3 | 2 |
| tmpbanksel0 | 2 |
| tmp2banksel1 | 2 |
| tmp2banksel2 | 2 |
| tmp2banksel3 | 2 |
| tmpbanksel1 | 2 |
| tmpbanksel2 | 2 |
-- area by class of cell --
cell class,instances,share of cell area
Timing Repair Buffer,413,0.402
Clock buffer,3,0.00729
Antenna cell,3,0.000729
Clock inverter,1,0.000364
Tap cell,607,0.0737
Multi-Input combinational cell,445,0.469
Sequential cell,16,0.0466
-- cells in the mapped netlist, types with 2 or more instances --
cell,number,area [um^2]
sky130_fd_sc_hd__a211oi_1,46,345
sky130_fd_sc_hd__nand2b_4,2,27.5
sky130_fd_sc_hd__nor2b_1,2,12.5
sky130_fd_sc_hd__xor2_1,8,70.1
sky130_fd_sc_hd__buf_4,9,67.6
sky130_fd_sc_hd__nand2_1,58,218
sky130_fd_sc_hd__nand2b_1,4,25.0
sky130_fd_sc_hd__nor2_1,3,11.3
sky130_fd_sc_hd__nor3b_1,14,105
sky130_fd_sc_hd__clkbuf_1,15,56.3
sky130_fd_sc_hd__and3b_1,28,245
sky130_fd_sc_hd__buf_2,25,125
sky130_fd_sc_hd__buf_6,18,203
sky130_fd_sc_hd__xnor2_1,4,35.0
sky130_fd_sc_hd__o21ai_1,52,260
sky130_fd_sc_hd__or2_2,2,12.5
sky130_fd_sc_hd__and3_1,14,87.6
sky130_fd_sc_hd__o21ai_0,61,305
sky130_fd_sc_hd__mux4_2,128,2880
sky130_fd_sc_hd__a211oi_2,10,125
sky130_fd_sc_hd__edfxtp_1,16,480
-- layer usage --
| layer | up-vias | track usage | share of wire |
|---|---|---|---|
| met5 | - | 0.00267 | 0.00044 |
| met4 | 2 | 0.0208 | 0.016 |
| met3 | 35 | 0.0520 | 0.12 |
| met2 | 503 | 0.215 | 0.51 |
| met1 | 3287 | 0.131 | 0.36 |
| li1 | 2917 | - | - |
-- metrics by stage --
stage / util / worst slack, ps
finish: 0.222 / 206
global route: 0.222 / 59.3
CTS: 0.222 / 173
detailed placement: 0.220 / 178
global placement: 0.220 / 229
floorplan: - / 1420
Power is estimated from default activity; no workload was simulated.
