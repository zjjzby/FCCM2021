==> design.v <==
module crossbar4x4write(
    clk,
    ena,
  address0       ,   
  address1       ,   
  address2       ,   
  address3       ,   
  addressout0	,
  addressout1	,
  addressout2	,
  addressout3	,
  stall0	,
  stall1	,
  stall2	,
  stall3	 );  
parameter ADDRW = 16;
parameter WL = 32;
input clk, ena;
input [ADDRW-1:0] address0, address1, address2, address3;
output wire stall0, stall1, stall2, stall3;
output [ADDRW-3:0] addressout0, addressout1, addressout2, addressout3;
wire [1:0] banksel0, banksel1, banksel2, banksel3;
assign banksel0 = address0[1:0];
assign banksel1 = address1[1:0];
assign banksel2 = address2[1:0];
assign banksel3 = address3[1:0];
assign addressout0 = (banksel0 == 2'b00)? address0[ADDRW-1:2]: (banksel1 == 2'b00)? address1[ADDRW-1:2] : (banksel2 == 2'b00)? address2[ADDRW-1:2]: address3[ADDRW-1:2];
assign addressout1 = (banksel0 == 2'b01)? address0[ADDRW-1:2]: (banksel1 == 2'b01)? address1[ADDRW-1:2] : (banksel2 == 2'b01)? address2[ADDRW-1:2]: address3[ADDRW-1:2];
assign addressout2 = (banksel0 == 2'b10)? address0[ADDRW-1:2]: (banksel1 == 2'b10)? address1[ADDRW-1:2] : (banksel2 == 2'b10)? address2[ADDRW-1:2]: address3[ADDRW-1:2];
assign addressout3 = (banksel0 == 2'b11)? address0[ADDRW-1:2]: (banksel1 == 2'b11)? address1[ADDRW-1:2] : (banksel2 == 2'b11)? address2[ADDRW-1:2]: address3[ADDRW-1:2];
assign stall0 = 1'b0;
assign stall1 = (banksel0==banksel1)? 1'b1: 1'b0;
assign stall2 = ( (banksel0==banksel2) || (banksel1==banksel2))? 1'b1: 1'b0;
assign stall3 = ( (banksel0==banksel3) || (banksel1==banksel3) || (banksel2==banksel3))? 1'b1: 1'b0;
endmodule
==> run.sh <==
#!/bin/bash
# OpenROAD 26Q1-2900-gdf79404cd8, Yosys 0.63+post, stock flow scripts
make -C /OpenROAD-flow-scripts/flow DESIGN_CONFIG=/design/flow/config.mk WORK_HOME=/design/flow/orfs finish
==> config.mk <==
export PLATFORM = sky130hd
export DESIGN_NAME = crossbar4x4write
export DESIGN_NICKNAME = crossbar4x4write
export VERILOG_FILES = /design/flow/design.v
export SDC_FILE = /design/flow/constraint.sdc
export NUM_CORES = 4
export LEC_CHECK = 1
export CORE_UTILIZATION = 40
==> constraint.sdc <==
current_design crossbar4x4write

set clk_period 1.6
set clk_io_pct 0.2

create_clock -name clk0 -period $clk_period

set non_clock_inputs [all_inputs -no_clocks]
set_input_delay [expr $clk_period * $clk_io_pct] -clock clk0 $non_clock_inputs
set_output_delay [expr $clk_period * $clk_io_pct] -clock clk0 [all_outputs]
==> impl_metrics.yaml <==
# synthesis and place-and-route metrics
status:
  status: "complete, but fails checks"
  violations: "negative setup slack"
floorplanning:
  core_util_floorplan_pct: 41.7
  io_pins: 126
  core_area_um2: 5140
  die_h_um: 75.2
  die_w_um: 75.2
  die-area_um2: 5660
  fp-row-count: 26
power_and_ir_drop:
  p_total_uw: 1640
  cellPowerDensity_nw_per_um2: 339
  leakagePower_uw: 0.00220
  peakVddDrop_mv: 0.232
grt:
  top_usage_layer: "met2"
  grt_use_met3_pct: 9.91
  antenna_found_initial: 0
  grt_pass1_wl_um: 19500
  grt_max_degree: 30
  grt_pass1_vias: 3747
  grt_util_met2_pct: 68.8
  grt_use_total_pct: 46.8
  grt_overflow: 0
  use_met1_pct: 65.2
timing:
  hold_viol: 0
  fmax_mhz: 427
  hold_ws_ns: 1.14
  worst_slack_ns: -0.744
  tightest_slew_ns: 0.842
  setup_tns_ns: -6.89
  setup_viol_count_final: 47
  fin_crit_sh_pct: 147
  max_slew_margin_pct: 43.3
  fin_crit_ns: 2.34
  report.final.slew_viol_count: 0
  rsz0062_at_grt: "yes"
synth:
  synthAoiAreaFrac_pct: 49.0
  xor_area_share_pct: 4.90
  synthCells: 358
  ys_sh_simple_pct: 35.8
  yosys_area_um2: 2140
  synth.avg_cell_area_um2: 5.99
  netlist_area_um2: 2140
  ys_sh_mux_pct: 0
  yosysWarnings: 0
  synth_seq_share_pct: 0
  ys_top_logic_family: "AND-OR/OR-AND gates"
  ys_cells: 358
  adder_share_pct: 0
  synth_cell_types: 26
place:
  io_buffers: 123
  place_congestion: 1.00
  dp_hpwl_um: 7460
  place_inst: 569
  dpl-instance-area_um2: 3740
min_path:
  worstHoldStart: "address0[0]"
  worstHoldPathCells: 5
  hold_path_class: "primary input to output port"
  hold_path_end: "addressout1[7]"
final_layout:
  nClkBuffers: 0
  final_cell_area_um2: 4840
  flop_area_um2: 0
  final_cell_mix: "o21ai_1 (59), nand2_1 (57), dlygate4sd2_1 (55)"
  syn2layout_area_growth_pct: 126
  fillers: 145
  ff_count: 0
  layout_top_cell: "o21ai_1"
  combGateArea_um2: 2470
  stdcell_count: 634
  drive_gt1_share_pct: 51.1
worst_setup_path:
  path_cells: "buf_12, and2b_2, buf_12, buf_8, a211oi_2, o21ai_1, buf_2"
  setup.worst_path.end_class: "output port"
  critPathLaunch: "address1[0]"
  setup.worst_path.start_class: "primary input"
  cpMostUsedCell: "buf_12"
  crit_family: "AND-OR/OR-AND gates"
  worst_ep_required_time_ns: 1.28
  worst-path-buf-inv: 4
  slowest_delay_ns: 0.59
  crit_slowest_cell: "a211oi_2"
  path_class: "primary input to output port"
  cp.arrival_ns: 2.02
  cp_max_fo: 8
detailed_routing:
  dr.pass1.iters: 6
  n_antenna_cell: 0
  drc_errors: 0
  vias_per_cell: 7.03
  ant_nets: 0
  wl_um: 18200
  wl_per_cell_um: 28.8
  vias: 4456
  first_iter_violations: 657
flow_run:
  cap_violations: 0
  warning_count: 37
clock_tree:
  cts_hold_buf: 0
-- metrics by stage --
stage	setup WS, ns	util, %
2_1_floorplan	0.0918	-
3_3_place_gp	-0.873	72.8
3_5_place_dp	-0.878	72.8
4_1_cts	-0.115	90.2
5_1_grt	-0.617	94.2
6_report	-0.744	94.2
-- cell families (layout without fill, tap and decap cells) --
logic type,count (synthesis),count (layout)
AOI/OAI and AO/OA,171,171
xor gates and xnor gates,12,12
buffers and inverters,41,247
other,1,1
and+or+nand+nor,133,133
-- repair_timing --
| item | in CTS | in global routing |
|---|---|---|
| pin swaps | 114 | 64 |
| buffers inserted | 48 | 21 |
| cloned | 4 | 3 |
| gates resized | 414 | 87 |
| endpoints found under the setup margin | 59 | 56 |
-- synthesized netlist by cell type, types with 2 or more instances --
cell type,n,area share [%]
a211oi_1,46,16
a211oi_2,10,5.8
and3_1,14,4.1
and3b_1,28,11
buf_2,14,3.3
buf_4,6,2.1
buf_6,3,1.6
clkbuf_1,18,3.2
nand2_1,59,10
nand2b_1,6,1.8
nor2_1,3,0.53
nor2b_1,2,0.58
nor3b_1,14,4.9
o21ai_0,87,20
o21ai_1,26,6.1
or2_1,2,0.58
xnor2_1,4,1.6
xor2_1,8,3.3
-- worst max path at each step --
| stage | slack (ns) | end | depth (start not counted) |
|---|---|---|---|
| after CTS | -0.11 | addressout2[12] | 8 |
| final | -0.74 | addressout2[10] | 7 |
| after global routing | -0.62 | addressout2[10] | 7 |
-- where the power goes --
group          switching, uW  internal (uW)  total, uW
sequential                 0              0          0
clock                      0              0          0
combinational            842            797       1640
-- routing by layer --
metal,routed length [um],share of wire [%]
met2,6570,36
met3,3160,17
met5,71,0.39
met4,2300,13
met1,6130,34
-- layout make-up --
| class | count | share of cell area [%] |
|---|---|---|
| multi-input cells | 317 | 51.0 |
| well taps | 70 | 1.81 |
| repair buffers | 247 | 47.2 |
Power figures rest on the tool's default switching activity, not on a simulated workload.
